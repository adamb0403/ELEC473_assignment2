File: design.v
module full_uart (input CLOCK_50,
                  input [3:0] KEY,
                  input [8:0] SW,
                  input UART_RXD,
                  input IRDA_RXD,
                  output UART_TXD,
                  output IRDA_TXD,
                  output [1:0] tx_ctrl_state,
                  output rx_ctrl_state,
                  output rx_ctrl_load_counter,  
                  output [10:0] rx_sr_parity,  
                  output [6:0] rx_parity_7sd,  
                  output [6:0] HEX5,
                  output [6:0] HEX4,
                  output [6:0] HEX1,
                  output [6:0] HEX0,
                  output [2:2] LEDR,
                  output [6:6] LEDG);
    tx_uart tx (
        .CLOCK_50(CLOCK_50),
        .KEY(KEY[3:0]),
        .SW(SW[8:0]),
        .UART_TXD(UART_TXD),
        .IRDA_TXD(IRDA_TXD),
        .HEX5(HEX5[6:0]),
        .HEX4(HEX4[6:0]),
        .ctrl_state(tx_ctrl_state)
    );
    rx_uart rx (
        .CLOCK_50(CLOCK_50),
        .KEY(KEY[0:0]),
        .SW(SW[0:0]),
        .UART_RXD(UART_RXD),
        .HEX1(HEX1[6:0]),
        .HEX0(HEX0[6:0]),
        .LEDR(LEDR[2:2]),
        .LEDG(LEDG[6:6]),
        .ctrl_state(rx_ctrl_state),
        .ctrl_load_counter(rx_ctrl_load_counter),
        .sr_parity(rx_sr_parity[10:0]),
        .parity_7sd(rx_parity_7sd[6:0])
    );
endmodule
module irda_encoder (input encoder_input,
                      input irda_baud,
                      output reg encoder_output);
always @(encoder_input) begin
    encoder_output = (encoder_input) && (irda_baud);
end
endmodule
module irda_inverter (input UART_input,
                      input IRDA_input,
                      input irda_baud,
                      input [0:0] SW,
                      output reg UART_output,
                      output reg IRDA_output,
                      output reg rx_output);
    always @(UART_input || IRDA_input) begin
        if (!SW[0]) begin
            IRDA_output = 1'b0;
            UART_output = UART_input;
            rx_output = UART_output;
        end
        else begin
            UART_output = 1'b1;
            IRDA_output = (!IRDA_input);  
            rx_output = IRDA_output;
        end
    end
endmodule
module rx_controller (input clk,
                      input reset,
                      input [0:0] SW,
                      input ctrl_counter,
                      input ctrl_half_baud,
                      input ctrl_irda_half_baud,
                      input ctrl_full_baud,
                      input ctrl_rx,
                      output ctrl_sr_load,
                      output reg current_state,
                      output ctrl_reset_baud);
    parameter state_0 = 1'b0;
    parameter state_load = 1'b1;
    assign ctrl_sr_load = SW[0] ? ((current_state == state_load) && (ctrl_full_baud)) : ((current_state == state_load) && (ctrl_half_baud));
    assign ctrl_reset_baud = SW[0] ? ((current_state == state_0) && (ctrl_rx)) : ((current_state == state_0) && (!ctrl_rx));
    initial
        current_state = state_0;  
    always @(posedge clk) begin
        if (!reset)
            current_state <= state_0;  
        case (current_state)
            state_0:
                if ((!SW[0] && !ctrl_rx) || (SW[0] && !ctrl_rx))
                    current_state <= state_load;
            state_load:
                if (ctrl_counter)
                    current_state <= state_0;
        endcase
    end
endmodule
module rx_parity_check (input [10:0] parity_in,
                        output [6:0] parity_out,
                        output reg p_check_out,
                        output reg framing_out);
    assign parity_out = parity_in[8:2];
    always @(parity_in) begin  
        if (~^parity_out == parity_in[9])
            p_check_out = 0;
        else
            p_check_out = 1;
        if (parity_in[10])
            framing_out = 0;
        else
            framing_out = 1;
    end
endmodule
module rx_shift_register (input clk,
                          input reset,
                          input rx_sr_load,
                          input rx_sr_in,
                          output [10:0] rx_sr_out);
    reg [10:0] tmp_data;  
	assign rx_sr_out[10:0] = tmp_data[10:0];  
	initial
		tmp_data[10:0] = 11'b00000000000;  
    always @(posedge clk) begin
        if (!reset)
            tmp_data <= 11'b00000000000;  
        else if (rx_sr_load) begin
            tmp_data <= tmp_data >> 1;
            tmp_data[10] <= rx_sr_in;
        end
    end
endmodule
module rx_uart (input CLOCK_50,
                input [0:0] KEY,
                input [0:0] SW,
                input UART_RXD,
                input IRDA_RXD,
                output ctrl_state,
                output ctrl_load_counter,  
                output [10:0] sr_parity,  
                output [6:0] parity_7sd,  
                output [6:0] HEX1,
                output [6:0] HEX0,
                output [2:2] LEDR,
                output [6:6] LEDG);
    wire baud_ctrl;
    wire half_baud_ctrl;
    wire ctrl_baud;
    wire irda_half_baud_ctrl;
    wire counter_ctrl;
    wire inv_sr;
    tx_7segdecoder msb_rx (
        .seven_seg_input(parity_7sd[6:4]),
        .seven_seg_output(HEX1[6:0])
    );
    tx_7segdecoder lsb_rx (
        .seven_seg_input(parity_7sd[3:0]),
        .seven_seg_output(HEX0[6:0])
    );
    tx_baud_counter baud_rx (
        .clk(CLOCK_50),
        .reset(KEY[0]),
        .reset_count(ctrl_baud),
        .baud_output(baud_ctrl),
        .half_baud_output(half_baud_ctrl),
        .irda_rx_baud_output(irda_half_baud_ctrl)
    );
    tx_counter counter_rx (
        .clk(CLOCK_50),
        .reset(KEY[0]),
        .count_enable(ctrl_load_counter),
        .count_out(counter_ctrl)
    );
    rx_parity_check parity_rx (
        .parity_in(sr_parity[10:0]),
        .parity_out(parity_7sd[6:0]),
        .framing_out(LEDG[6]),
        .p_check_out(LEDR[2])
    );
    rx_shift_register sr_rx (
        .clk(CLOCK_50),
        .reset(KEY[0]),
        .rx_sr_load(ctrl_load_counter),
        .rx_sr_in(inv_sr_ctrl),
        .rx_sr_out(sr_parity[10:0])
    );
    rx_controller ctrl_rx (
        .clk(CLOCK_50),
        .reset(KEY[0]),
        .SW(SW[0]),
        .ctrl_rx(inv_sr_ctrl),
        .ctrl_half_baud(half_baud_ctrl),
        .ctrl_irda_half_baud(irda_half_baud_ctrl),
        .ctrl_full_baud(baud_ctrl),
        .ctrl_counter(counter_ctrl),
        .ctrl_reset_baud(ctrl_baud),
        .ctrl_sr_load(ctrl_load_counter),
        .current_state(ctrl_state)
    );
    irda_inverter inv_rx (
        .UART_input(UART_RXD),
        .IRDA_input(IRDA_RXD),
        .rx_output(inv_sr_ctrl),
        .SW(SW[0]),
        .irda_baud(irda_half_baud_ctrl),
     );
endmodule
module tx_7segdecoder (input [3:0] seven_seg_input,
                       output reg [6:0] seven_seg_output);
    always @(seven_seg_input) begin
        case (seven_seg_input)
            4'b0000: seven_seg_output = 7'b1000000;  
            4'b0001: seven_seg_output = 7'b1111001;  
            4'b0010: seven_seg_output = 7'b0100100;  
            4'b0011: seven_seg_output = 7'b0110000;  
            4'b0100: seven_seg_output = 7'b0011001;  
            4'b0101: seven_seg_output = 7'b0010010;  
            4'b0110: seven_seg_output = 7'b0000010;  
            4'b0111: seven_seg_output = 7'b1111000;  
            4'b1000: seven_seg_output = 7'b0000000;  
            4'b1001: seven_seg_output = 7'b0010000;  
            4'b1010: seven_seg_output = 7'b0001000;  
            4'b1011: seven_seg_output = 7'b0000011;  
            4'b1100: seven_seg_output = 7'b1000110;  
            4'b1101: seven_seg_output = 7'b0100001;  
            4'b1110: seven_seg_output = 7'b0000110;  
            4'b1111: seven_seg_output = 7'b0001110;  
        endcase
    end
endmodule
module tx_baud_counter (input clk,
                        input reset,
                        input reset_count,
                        output baud_output,
                        output half_baud_output,
                        output irda_baud_output,
                        output irda_rx_baud_output);
    reg [10:0] count;  
	assign baud_output = (count == 11'd15);  
    assign half_baud_output = (count == 10'd7);
    assign irda_baud_output = ((count >= 10'd7) && (count <= 10'd9));  
    assign irda_rx_baud_output = (count == 10'd8);  
    always @(posedge clk) begin
        if (!reset || reset_count) begin
            count <= 0;  
        end
        else begin
            if (count == 15) begin
                count <= 0;  
            end
            else begin
                count <= count + 11'b1;  
            end
        end
    end
endmodule
module tx_controller (input clk,
                      input reset,
                      input ctrl_pulser,
                      input ctrl_baud,
                      input ctrl_half_baud,
                      input ctrl_irda_baud,
                      input ctrl_counter,
                      output ctrl_sr_load,
                      output reg [1:0] current_state,
                      output ctrl_sr_shift);
    parameter state_0 = 2'b00;
    parameter state_load = 2'b01;
    parameter state_shift = 2'b10;
    assign ctrl_sr_load = (current_state == state_load);
    assign ctrl_sr_shift = ((current_state == state_shift) && (ctrl_baud));
    initial
        current_state = state_0;  
    always @(posedge clk) begin
        if (!reset)
            current_state <= state_0;  
        case (current_state)
            state_0:
                if (ctrl_pulser)
                    current_state <= state_load;
            state_load:
                current_state <= state_shift;
            state_shift:
                if (ctrl_counter)
                    current_state <= state_0;
        endcase
    end
endmodule
module tx_counter (input clk,
                   input reset,
                   input count_enable,
                   output count_out);
    reg [3:0] count;
	assign count_out = (count == 4'd10);
    always @(posedge clk) begin
        if (!reset)
            count <= 0;  
        else if (count == 4'd10)
            count <= 0;  
        else if (count_enable)
            count <= count + 1;  
    end
endmodule
module tx_parity (input [6:0] parity_in,
                  output reg [10:0] parity_out);
    always @(parity_in) begin  
        parity_out[0] = 1'b1;  
        parity_out[1] = 1'b0;  
        parity_out[8:2] = parity_in;  
        parity_out[10] = 1'b1;  
        if (~^parity_in)  
            parity_out[9] = 1'b1;  
        else
            parity_out[9] = 1'b0;  
    end
endmodule
module tx_shift_register (input clk,
                          input reset,
                          input tx_sr_load,
                          input tx_sr_shift,
                          input [10:0] tx_sr_in,
                          output tx_sr_out);
    reg [10:0] tmp_data;  
	assign tx_sr_out = tmp_data[0];  
	initial
		tmp_data = 11'b1111111111;  
    always @(posedge clk) begin
        if (!reset)
            tmp_data <= 11'b1111111111;  
        else if (tx_sr_load)
            tmp_data <= tx_sr_in;  
        else if (tx_sr_shift) begin
            tmp_data <= tmp_data >> 1;
            tmp_data[10] <= 1'b1;
        end
    end
endmodule
module tx_single_pulser (input clk,
                         input reset,
                         input pulser_in,
                         output pulser_out);
    reg current_state;
    parameter wait_h = 1'b0;
    parameter wait_l = 1'b1;
    assign pulser_out = ((current_state == wait_h) & !pulser_in);
    initial
        current_state <= wait_h;  
    always @(posedge clk) begin
        if (!reset)
            current_state <= wait_h;  
        else begin
            case (current_state)
                wait_h: begin
                    if (!pulser_in)
                        current_state <= wait_l;
                end
                wait_l: begin
                    if (pulser_in)
                        current_state <= wait_h;
                end
            endcase
        end
    end
endmodule
module tx_synchroniser (input clk,
                        input key_in,
                        output key_out);
    reg ff1;
    reg ff2;
    assign key_out = ff2;  
    initial begin
        ff1 = 1'b1;
        ff2 = 1'b1;
    end
    always @(posedge clk) begin
        ff1 <= key_in;
        ff2 <= ff1;
    end
endmodule
module tx_uart (input CLOCK_50,
                input [3:0] KEY,
                input [8:0] SW,
                output UART_TXD,
                output IRDA_TXD,
                output [1:0] ctrl_state,
                output [6:0] HEX5,
                output [6:0] HEX4);
    wire synchroniser_pulser;
    wire pulser_ctrl;
    wire baud_ctrl;
    wire half_baud_ctrl;
    wire irda_baud_ctrl;
    wire counter_ctrl;
    wire ctrl_shift_counter;
    wire ctrl_load;
    wire sr_inv;
    wire inv_enc;
    wire [10:0] parity_sr;
    tx_7segdecoder msb (
        .seven_seg_input(SW[8:6]),
        .seven_seg_output(HEX5[6:0])
        );
    tx_7segdecoder lsb (
        .seven_seg_input(SW[5:2]),
        .seven_seg_output(HEX4[6:0])
        );
    tx_baud_counter baud (
        .clk(CLOCK_50),
        .reset(KEY[0]),
        .baud_output(baud_ctrl),
        .half_baud_output(half_baud_ctrl),
        .irda_baud_output(irda_baud_ctrl)
        );
    tx_counter counter (
        .clk(CLOCK_50),
        .reset(KEY[0]),
        .count_enable(ctrl_shift_counter),
        .count_out(counter_ctrl)
    );
    tx_synchroniser synchroniser (
        .clk(CLOCK_50),
        .key_in(KEY[3]),
        .key_out(synchroniser_pulser)
    );
    tx_single_pulser pulser (
        .clk(CLOCK_50),
        .reset(KEY[0]),
        .pulser_in(synchroniser_pulser),
        .pulser_out(pulser_ctrl)
    );
    tx_parity parity (
        .parity_in(SW[8:2]),
        .parity_out(parity_sr[10:0])
    );
    tx_shift_register sr (
        .clk(CLOCK_50),
        .reset(KEY[0]),
        .tx_sr_load(ctrl_load),
        .tx_sr_shift(ctrl_shift_counter),
        .tx_sr_in(parity_sr[10:0]),
        .tx_sr_out(sr_inv)
    );
    tx_controller ctrl (
        .clk(CLOCK_50),
        .reset(KEY[0]),
        .ctrl_pulser(pulser_ctrl),
        .ctrl_baud(baud_ctrl),
        .ctrl_half_baud(half_baud_ctrl),
        .ctrl_irda_baud(irda_baud_ctrl),
        .ctrl_counter(counter_ctrl),
        .ctrl_sr_load(ctrl_load),
        .ctrl_sr_shift(ctrl_shift_counter),
        .current_state(ctrl_state[1:0])
    );
     irda_inverter inv_tx (
        .UART_input(sr_inv),
        .IRDA_input(sr_inv),
        .UART_output(UART_TXD),
        .IRDA_output(inv_enc),
        .SW(SW[0]),
        .irda_baud(irda_baud_ctrl)
     );
     irda_encoder enc_tx (
        .encoder_input(inv_enc),
        .encoder_output(IRDA_TXD),
        .irda_baud(irda_baud_ctrl)
     );
endmodule
File: run.sh
#!/bin/bash
# OpenROAD 26Q1-2900-gdf79404cd8, Yosys 0.63+post, stock flow scripts
make -C /OpenROAD-flow-scripts/flow DESIGN_CONFIG=/design/flow/config.mk WORK_HOME=/design/flow/orfs finish
File: config.mk
export PLATFORM = sky130hd
export DESIGN_NAME = full_uart
export DESIGN_NICKNAME = full_uart
export VERILOG_FILES = /design/flow/design.v
export SDC_FILE = /design/flow/constraint.sdc
export NUM_CORES = 4
export LEC_CHECK = 1
export CORE_UTILIZATION = 40
File: constraint.sdc
current_design full_uart

set clk_period 2.5
set clk_io_pct 0.2

create_clock -name clk0 -period $clk_period [get_ports {CLOCK_50}]

set non_clock_inputs [all_inputs -no_clocks]
set_input_delay [expr $clk_period * $clk_io_pct] -clock clk0 $non_clock_inputs
set_output_delay [expr $clk_period * $clk_io_pct] -clock clk0 [all_outputs]
==> reports/qor.rpt <==
STATUS
-------------------------------------------------------------------------------------------
Result of the run                                                              finished, final reports clean

GRT
-------------------------------------------------------------------------------------------
Remaining global-route overflow                                                           0
First-pass GRT wire length                                                          6969 µm
Via count of the first global-routing pass                                             1632
Initial antenna violation count                                                           0
Overall track demand over capacity in global routing                                 15.59%
Largest net degree at the start of global routing                                        19

WORST SETUP PATH
-------------------------------------------------------------------------------------------
Element type at the critical path start                                          input port
Startpoint-to-endpoint class of the critical path                                 in -> out
Critical path launch point                                                            SW[7]
Register-to-register path setup slack                                                740 ps
Endpoint arrival time on the critical path                                          1920 ps
Cells traversed along the worst timing path                                    clkdlybuf4s50_1 > inv_2 > ha_1 > o21ai_1 > clkdlybuf4s50_1
Timing endpoint of the critical path                                                HEX5[3]
Largest stage delay on the critical path                                             490 ps
Reg2reg start                                                                  rx.baud_rx.count[0]$_SDFF_PP0_
Buf+Inv Stages, Crit Path                                                                 3
Endpoint kind of the worst setup timing path                                    output port
Critical path's top delay family                                               buffers and inverters
Worst reg2reg endpoint                                                         rx.counter_rx.count[3]$_SDFFE_PP0P_
Maximum fanout count along the critical path                                              2
Reg2reg path depth                                                                        6
Cell repeated most along the worst path                                        clkdlybuf4s50_1
Number of cells on the critical path                                                      5
Worst EP required                                                                   2000 ps
Slowest stage cell, crit path                                                  clkdlybuf4s50_1

PLACE
-------------------------------------------------------------------------------------------
Dpl hpwl                                                                            3126 µm
Area after DPL                                                                     2937 µm²
# port buffers                                                                           63
Number of placed instances with taps included                                           387
RD Place Congestion                                                                  0.8312

FLOORPLANNING
-------------------------------------------------------------------------------------------
Core region area                                                                   5172 µm²
Horiz. Die Dim                                                                     75.52 µm
Die ar.                                                                            5703 µm²
Boundary pin count                                                                       70
Vert. Die Dim                                                                      75.52 µm
Floorplan-stage core utilization                                                     41.80%
Core Rows                                                                                26

CLOCKING
-------------------------------------------------------------------------------------------
TritonCTS Buffers                                                                         5
Post-CTS Hold Fix Bufs                                                                    0
Clk Tree Root Cell                                                                 clkbuf_8
Maximum buffer depth of the clock tree                                                    2
Number of H-tree levels                                                                   2
Clock tree from TritonCTS                                                              done
Insertion delay of the later-clocked pin in the worst-skew pair                      280 ps
Clock net sink count                                                                     32
Clk slew on worst S/H paths                                                           60 ps

CELLS AND AREA
-------------------------------------------------------------------------------------------
Dominant logic cell type in the layout                                         clkdlybuf4s50_1
Design Area, Final                                                                 3144 µm²
Fraction of layout cells with a size suffix above 1                                  18.10%
Most instantiated logic cells after routing                                    clkdlybuf4s50_1 (56), dfxtp_1 (28), nand2_1 (21), ha_1 (21), buf_4 (21)
Layout overhead on the synthesized area                                              45.43%
Fin cells                                                                               396

STA
-------------------------------------------------------------------------------------------
Maximum clock frequency                                                          0.4134 GHz
Setup repair after global routing missed its margin                                      no
Setup violators final                                                                     0
Share of the clock period used by the worst path after layout                        96.75%
Final critical-path required period                                                 2419 ps
Post-Route Skew                                                                    3.988 ps
Final tally of hold violations                                                            0
Max-slew violation total from the final report                                            0

YOSYS
-------------------------------------------------------------------------------------------
Post-synth cell types                                                                    38
Yosys synthesis chip area                                                          2162 µm²
Yosys warning count                                                                      18
Post-synthesis instance area                                                       2162 µm²
Sequential fraction of the synthesis area                                            29.63%
Yosys cell count                                                                        249
Synthesized flop and latch total                                                         32
Post-synthesis area per instance                                                  8.683 µm²
Post-synthesis cell count                                                               249

POWER AND IR DROP
-------------------------------------------------------------------------------------------
Power consumption                                                                  1.266 mW
Peak supply drop                                                                   331.4 µV
Leak                                                                               1.407 nW
Total power divided by cell area                                               402.8 nW/µm²

DRT
-------------------------------------------------------------------------------------------
Aggregate routed wire length                                                        4221 µm
Number of detailed-routing iterations run before antenna repair                           4
Routed Antenna Nets                                                                       0
Routed vias/inst                                                                      4.621
Via Count                                                                              1830
Average wire length per cell after detail routing                                  10.66 µm
Final antenna diode count                                                                 0
Number of design-rule violations left by the first detailed-router iteration             23
Post-detailed-route DRC marker count                                                      0

MIN PATH
-------------------------------------------------------------------------------------------
Class of the worst hold path                                                     reg -> reg

RUN
-------------------------------------------------------------------------------------------
Number of warnings in the stage logs                                                     48
Number of maximum-capacitance constraint violations                                       0

[per-layer routing]
layer | global-route usage, % | part of all wire, %
met3 | 2.279 | 3.9
met5 | 0 | 0
met4 | 1.646 | 1.0
met1 | 22.64 | 52
met2 | 26.09 | 43
[where the power goes]
group	total [mW]	switching (mW)	leakage (nW)	internal (mW)
sequential	0.559	0.0242	0.263	0.535
clock	0.527	0.175	0.0645	0.351
combinational	0.181	0.0595	1.08	0.121
[flip-flops by register name, summed over array words and instances, names as in the netlist]
register                  flops
rx.baud_rx.count             11
rx.sr_rx.tmp_data            11
rx.counter_rx.count           4
tx.ctrl.current_state         2
rx.ctrl_rx.current_state      1
tx.pulser.current_state       1
tx.synchroniser.ff1           1
tx.synchroniser.ff2           1
[Yosys cell counts, drive strengths merged]
| cell type | count | area (µm²) |
|---|---|---|
| a211oi | 1 | 7.510 |
| a21oi | 7 | 35.03 |
| a22o | 2 | 17.52 |
| a31oi | 1 | 6.260 |
| a32o | 1 | 10.01 |
| and2 | 4 | 25.02 |
| and3 | 3 | 18.77 |
| and4 | 1 | 8.760 |
| buf | 11 | 90.08 |
| clkbuf | 7 | 26.28 |
| conb | 2 | 7.510 |
| dfxtp | 32 | 640.6 |
| ha | 27 | 337.8 |
| inv | 18 | 67.56 |
| mux2 | 3 | 33.78 |
| mux2i | 16 | 160.2 |
| mux4 | 1 | 22.52 |
| nand2 | 21 | 78.83 |
| nand2b | 2 | 12.51 |
| nand3 | 6 | 30.03 |
| nand3b | 2 | 15.01 |
| nand4 | 4 | 31.28 |
| nor2 | 20 | 75.07 |
| nor2b | 13 | 81.33 |
| nor3 | 2 | 15.01 |
| nor4 | 1 | 21.27 |
| o21a | 3 | 22.52 |
| o21ai | 17 | 85.08 |
| o21bai | 1 | 11.26 |
| o41ai | 1 | 8.760 |
| or2 | 1 | 6.260 |
| or3 | 2 | 12.51 |
| or3b | 1 | 8.760 |
| xnor2 | 8 | 70.07 |
| xor2 | 7 | 61.31 |
[metrics by stage]
step	setup TNS, ps	worst slack [ps]	hold slack (ps)	util, %
global placement	-898.2	-163.4	310.5	56.77
global route	0	6.601	331.9	60.79
detailed placement	-962.4	-169.3	312.1	56.77
finish	0	81.20	326.9	60.79
CTS	0	25.41	327.3	60.14
floorplan	0	504.0	309.6	-
[layout make-up]
cell class                      instances  area, µm²
Sequential cell                        32      648.1
Tap cell                               70      87.58
Timing Repair Buffer                   87      822.0
Fill cell                             431       2028
Inverter                               18      67.56
Multi-Input combinational cell        181       1393
Clock inverter                          1      30.03
Clock buffer                            7      96.34
[repair_timing]
| item | in CTS | in global routing |
|---|---|---|
| setup endpoints to repair | 11 | 11 |
| pin swaps | 2 | 3 |
| resized | 18 | 16 |
| buffers inserted | 1 | 0 |
[logic make-up (layout without fill, tap and decap cells)]
family                   after synthesis  in the layout  share of synthesized area (%)
AND-OR/OR-AND                         34             34                          9.433
XOR/XNOR                              15             15                          6.077
adder cells (fa/ha/maj)               27             27                          15.62
buffers and inverters                 36            113                          8.507
flip-flops                            32             32                          29.63
multiplexers                          20             20                          10.01
other                                  2              2                         0.3474
AND/OR/NAND/NOR                       83             83                          20.37
[worst min path at each step]
stage,from,endpoint,slack [ps],depth (start not counted)
global route,tx.synchroniser.ff1$_DFF_P_,tx.synchroniser.ff2$_DFF_P_,330,0
CTS,tx.synchroniser.ff1$_DFF_P_,tx.synchroniser.ff2$_DFF_P_,330,0
finish,tx.synchroniser.ff1$_DFF_P_,tx.synchroniser.ff2$_DFF_P_,330,0
Power figures rest on the tool's default switching activity, not on a simulated workload.
